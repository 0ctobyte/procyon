## design/flow/design.v

```verilog
package procyon_lib_pkg;
    localparam PCYN_BIU_FUNC_WIDTH = 2;
    typedef enum logic [PCYN_BIU_FUNC_WIDTH-1:0] {
        PCYN_BIU_FUNC_READ  = PCYN_BIU_FUNC_WIDTH'('b00),
        PCYN_BIU_FUNC_WRITE = PCYN_BIU_FUNC_WIDTH'('b01),
        PCYN_BIU_FUNC_RMW   = PCYN_BIU_FUNC_WIDTH'('b10)
    } pcyn_biu_func_t;
    localparam PCYN_BIU_LEN_WIDTH = 3;
    localparam PCYN_BIU_LEN_MAX_SIZE = 128;
    typedef enum logic [PCYN_BIU_LEN_WIDTH-1:0] {
        PCYN_BIU_LEN_1B   = PCYN_BIU_LEN_WIDTH'('b000),
        PCYN_BIU_LEN_2B   = PCYN_BIU_LEN_WIDTH'('b001),
        PCYN_BIU_LEN_4B   = PCYN_BIU_LEN_WIDTH'('b010),
        PCYN_BIU_LEN_8B   = PCYN_BIU_LEN_WIDTH'('b011),
        PCYN_BIU_LEN_16B  = PCYN_BIU_LEN_WIDTH'('b100),
        PCYN_BIU_LEN_32B  = PCYN_BIU_LEN_WIDTH'('b101),
        PCYN_BIU_LEN_64B  = PCYN_BIU_LEN_WIDTH'('b110),
        PCYN_BIU_LEN_128B = PCYN_BIU_LEN_WIDTH'('b111)
    } pcyn_biu_len_t;
    localparam pcyn_biu_len_t PCYN_BIU_LEN_MAX = PCYN_BIU_LEN_128B;
    localparam WB_CTI_WIDTH = 3;
    typedef enum logic [WB_CTI_WIDTH-1:0] {
        WB_CTI_CLASSIC      = WB_CTI_WIDTH'('b000),
        WB_CTI_CONSTANT     = WB_CTI_WIDTH'('b001),
        WB_CTI_INCREMENTING = WB_CTI_WIDTH'('b010),
        WB_CTI_END_OF_BURST = WB_CTI_WIDTH'('b111)
    } wb_cti_t;
    localparam WB_BTE_WIDTH = 2;
    typedef enum logic [WB_BTE_WIDTH-1:0] {
        WB_BTE_LINEAR = WB_BTE_WIDTH'('b00),
        WB_BTE_4BEAT  = WB_BTE_WIDTH'('b01),
        WB_BTE_8BEAT  = WB_BTE_WIDTH'('b10),
        WB_BTE_16BEAT = WB_BTE_WIDTH'('b11)
    } wb_bte_t;
endpackage: procyon_lib_pkg
module procyon_seg7_decoder (
    input  logic       n_rst,
    input  logic [3:0] i_hex,
    output logic [6:0] o_hex
);
    always_comb begin
        if (!n_rst) begin
            o_hex = 7'h7F;
        end
        else begin
            unique case(i_hex)
                4'b0000: o_hex = 7'h40;
                4'b0001: o_hex = 7'h79;
                4'b0010: o_hex = 7'h24;
                4'b0011: o_hex = 7'h30;
                4'b0100: o_hex = 7'h19;
                4'b0101: o_hex = 7'h12;
                4'b0110: o_hex = 7'h02;
                4'b0111: o_hex = 7'h78;
                4'b1000: o_hex = 7'h00;
                4'b1001: o_hex = 7'h18;
                4'b1010: o_hex = 7'h08;
                4'b1011: o_hex = 7'h03;
                4'b1100: o_hex = 7'h46;
                4'b1101: o_hex = 7'h21;
                4'b1110: o_hex = 7'h06;
                4'b1111: o_hex = 7'h0E;
            endcase
        end
    end
endmodule
```

## design/flow/run.sh

```bash
#!/bin/bash
# OpenROAD 26Q1-2900-gdf79404cd8, Yosys 0.63+post, stock flow scripts
make -C /OpenROAD-flow-scripts/flow DESIGN_CONFIG=/design/flow/config.mk WORK_HOME=/design/flow/orfs finish
```

## design/flow/config.mk

```make
export PLATFORM = sky130hd
export DESIGN_NAME = procyon_seg7_decoder
export DESIGN_NICKNAME = procyon_seg7_decoder
export VERILOG_FILES = /design/flow/design.v
export SDC_FILE = /design/flow/constraint.sdc
export NUM_CORES = 4
export LEC_CHECK = 1
export CORE_AREA = 10 10 70 70
export DIE_AREA = 0 0 80 80
```

## design/flow/constraint.sdc

```tcl
current_design procyon_seg7_decoder

set clk_period 2.0
set clk_io_pct 0.2

create_clock -name clk0 -period $clk_period

set non_clock_inputs [all_inputs -no_clocks]
set_input_delay [expr $clk_period * $clk_io_pct] -clock clk0 $non_clock_inputs
set_output_delay [expr $clk_period * $clk_io_pct] -clock clk0 [all_outputs]
```

==> flow_metrics.py <==
# Metrics from the implementation run
metrics = {
    "route": {
        "wire_per_inst_um": 9.55,
        "routed_via_density": 3.37,
        "vias": 361,
        "drc": 0,
        "dr.max_layer_used": "met3",
        "wl_met1_um": 429,
        "drtPass1Iterations": 4,
        "routed-wl-met3_um": 88,
        "route.met2.wl_um": 504,
        "drtIter0Drc": 40,
        "routed_wl_um": 1020,
        "ant_nets": 0,
        "n_antenna_cell": 0,
    },
    "critical_path": {
        "worstPathRequired_ns": 1.60,
        "arrival_ns": 1.54,
        "crit_path_end_kind": "output port",
        "crit_type": "primary input to output port",
        "endpoint": "o_hex[1]",
        "crit_path_start": "i_hex[3]",
        "crit_path_max_fanout": 4,
        "start_kind": "primary input",
    },
    "final_timing": {
        "fin_crit_sh_pct": 97.0,
        "maxSlewHeadroom_pct": 84.6,
        "finalCriticalPeriod_ns": 1.94,
        "rsz0062_at_grt": "false",
        "finalSetupTns_ns": 0,
        "timing.hold.ws_ns": 1.31,
        "setup_violations": 0,
        "max_freq_mhz": 515,
        "finalMaxSlewViolations": 0,
        "tightest_slew_ns": 0.231,
        "finalHoldViolations": 0,
    },
    "floorplanning": {
        "row_count": 21,
        "chip_area_um2": 6400,
        "die_h_um": 80,
        "fp.coreArea_um2": 3420,
        "io_pins": 12,
        "fp_util_pct": 8.13,
        "die_x_um": 80,
    },
    "finish": {
        "nClkBuffers": 0,
        "drive_gt1_share_pct": 59.0,
        "seq_area_um2": 0,
        "layout.cells.most_common_list": "buf_4 (14), dlygate4sd2_1 (5)",
        "lay_top_count": "buf_4",
        "fillers": 380,
        "seq_cells": 0,
        "area_growth_pct": 119,
    },
    "power_and_ir_drop": {
        "p_total_uw": 115,
        "combPwrFrac_pct": 100.0,
        "internal_power_uw": 68.4,
        "cellPowerDensity_nw_per_um2": 188,
        "pwr-share-clk_pct": 0,
        "p_sw_uw": 46.1,
        "switching_share_pct": 40.3,
        "power.static_leakage_nw": 0.264,
        "peakVddDrop_mv": 0.0329,
        "seqPwrFrac_pct": 0,
    },
    "clock_tree": {
        "hold_buffers": 0,
    },
    "synth": {
        "ys_types": 16,
        "syn_area_um2": 278,
        "ys_area_um2": 278,
        "ys.warnings.count": 1,
        "ys_seq_share_pct": 0,
        "postSynthAreaPerCell_um2": 8.42,
        "yosysCellCount": 33,
        "netlist_instances": 33,
    },
    "place": {
        "gp_congestion": 0.806,
        "portBuffers": 12,
        "dp_hpwl_um": 769,
    },
    "global_routing": {
        "antenna_found_initial": 0,
        "grt_overflow_total": 0,
        "track_usage_pct": 3.00,
        "grt_pass1_vias": 384,
        "grt_pass1_wl_um": 1700,
        "grt_max_degree": 8,
    },
    "flow_run": {
        "tool_warnings": 37,
        "maxCapViolations": 0,
    },
    "worst_hold_path": {
        "hold_path_class": "primary input to output port",
    },
    "status": {
        "status": "finished, final reports clean",
    },
}
-- critical path, cell delays in order --
cell and delay, ns:
dlygate4sd2_1 0.24, buf_6 0.12, buf_4 0.13, nand2b_1 0.16, a21boi_0 0.13, o211ai_1 0.15
clkdlybuf4s15_1 0.20
-- power groups by stage --
stage	clock network, mW	registers [mW]	logic (mW)
4_1_cts	0	0	0.112
5_1_grt	0	0	0.125
6_report	0	0	0.115
-- worst min path at each step --
stage         slack [ns]  endpoint  startpoint  cells past startpoint
CTS                 1.44  o_hex[6]    i_hex[2]                      4
global route        1.36  o_hex[6]    i_hex[1]                      5
finish              1.31  o_hex[6]    i_hex[1]                      5
-- Yosys cell counts --
master    instances  share of area, %
nand3_1           3               5.4
o311ai_2          1               5.9
nand2_1           2               2.7
buf_6             1               4.1
inv_1             2               2.7
o221ai_1          1               3.2
o21ai_1           2               3.6
mux2_2            1               4.1
mux2i_1           3                11
o211ai_2          1               4.5
ha_1              6                27
o31a_2            2               7.2
inv_2             1               1.4
a21boi_0          1               2.7
nand2b_1          3               6.8
o211ai_1          3               8.1
-- kinds of logic after synthesis --
kind of cell             Yosys count  synth area share (%)
AND/OR/NAND/NOR                    8                  14.9
AND-OR/OR-AND                     11                  35.1
multiplexers                       4                  14.9
buffers and inverters              4                  8.11
adder cells (fa/ha/maj)            6                  27.0
-- per-stage QoR --
step | area, um^2 | setup slack [ns] | cells | util, %
after floorplan | 278 | 0.539 | 33 | -
after global placement | 542 | -0.548 | 103 | 15.9
after detailed placement | 542 | -0.567 | 103 | 15.9
after CTS | 609 | 0.0152 | 107 | 17.8
after global routing | 608 | 0.00402 | 107 | 17.8
final | 608 | 0.0597 | 107 | 17.8
-- routing by layer --
metal,vias to the layer above,global-route usage (%)
met5,-,0
met4,0,0
met3,0,0.682
met2,10,5.38
met1,170,3.76
li1,181,-
-- final cells by class --
type                            count  area, um^2  share of cell area (%)
Tap cell                           46        57.6                    9.47
Inverter                            3        11.3                    1.85
Timing Repair Buffer               29         241                    39.7
Multi-Input combinational cell     29         298                    49.0
-- repair_timing --
item | in CTS | in global routing
resized | 27 | 6
pin swaps | 2 | 2
buffers inserted | 4 | 0
endpoints found under the setup margin | 7 | 4
gates cloned | 0 | 0
Power and IR drop assume default switching activity.
