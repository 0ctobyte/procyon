### design/flow/run.sh
#!/bin/bash
# OpenROAD 26Q1-2900-gdf79404cd8, Yosys 0.63+post, stock flow scripts
make -C /OpenROAD-flow-scripts/flow DESIGN_CONFIG=/design/flow/config.mk WORK_HOME=/design/flow/orfs finish
### design/flow/config.mk
export PLATFORM = sky130hd
export DESIGN_NAME = procyon_rat_entry
export DESIGN_NICKNAME = procyon_rat_entry
export VERILOG_FILES = /design/flow/design.v
export SDC_FILE = /design/flow/constraint.sdc
export NUM_CORES = 4
export LEC_CHECK = 1
export CORE_UTILIZATION = 30
### design/flow/constraint.sdc
current_design procyon_rat_entry

set clk_period 2.8
set clk_io_pct 0.2

create_clock -name clk0 -period $clk_period [get_ports {clk}]

set non_clock_inputs [all_inputs -no_clocks]
set_input_delay [expr $clk_period * $clk_io_pct] -clock clk0 $non_clock_inputs
set_output_delay [expr $clk_period * $clk_io_pct] -clock clk0 [all_outputs]
### design/flow/design.v
package procyon_lib_pkg;
    localparam PCYN_BIU_FUNC_WIDTH = 2;
    typedef enum logic [PCYN_BIU_FUNC_WIDTH-1:0] {
        PCYN_BIU_FUNC_READ  = PCYN_BIU_FUNC_WIDTH'('b00),
        PCYN_BIU_FUNC_WRITE = PCYN_BIU_FUNC_WIDTH'('b01),
        PCYN_BIU_FUNC_RMW   = PCYN_BIU_FUNC_WIDTH'('b10)
    } pcyn_biu_func_t;
    localparam PCYN_BIU_LEN_WIDTH = 3;
    localparam PCYN_BIU_LEN_MAX_SIZE = 128;
    typedef enum logic [PCYN_BIU_LEN_WIDTH-1:0] {
        PCYN_BIU_LEN_1B   = PCYN_BIU_LEN_WIDTH'('b000),
        PCYN_BIU_LEN_2B   = PCYN_BIU_LEN_WIDTH'('b001),
        PCYN_BIU_LEN_4B   = PCYN_BIU_LEN_WIDTH'('b010),
        PCYN_BIU_LEN_8B   = PCYN_BIU_LEN_WIDTH'('b011),
        PCYN_BIU_LEN_16B  = PCYN_BIU_LEN_WIDTH'('b100),
        PCYN_BIU_LEN_32B  = PCYN_BIU_LEN_WIDTH'('b101),
        PCYN_BIU_LEN_64B  = PCYN_BIU_LEN_WIDTH'('b110),
        PCYN_BIU_LEN_128B = PCYN_BIU_LEN_WIDTH'('b111)
    } pcyn_biu_len_t;
    localparam pcyn_biu_len_t PCYN_BIU_LEN_MAX = PCYN_BIU_LEN_128B;
    localparam WB_CTI_WIDTH = 3;
    typedef enum logic [WB_CTI_WIDTH-1:0] {
        WB_CTI_CLASSIC      = WB_CTI_WIDTH'('b000),
        WB_CTI_CONSTANT     = WB_CTI_WIDTH'('b001),
        WB_CTI_INCREMENTING = WB_CTI_WIDTH'('b010),
        WB_CTI_END_OF_BURST = WB_CTI_WIDTH'('b111)
    } wb_cti_t;
    localparam WB_BTE_WIDTH = 2;
    typedef enum logic [WB_BTE_WIDTH-1:0] {
        WB_BTE_LINEAR = WB_BTE_WIDTH'('b00),
        WB_BTE_4BEAT  = WB_BTE_WIDTH'('b01),
        WB_BTE_8BEAT  = WB_BTE_WIDTH'('b10),
        WB_BTE_16BEAT = WB_BTE_WIDTH'('b11)
    } wb_bte_t;
endpackage: procyon_lib_pkg
module procyon_rat_entry #(
    parameter OPTN_DATA_WIDTH    = 32,
    parameter OPTN_ROB_IDX_WIDTH = 5
)(
    input  logic                          clk,
    input  logic                          n_rst,
    input  logic                          i_flush,
    output logic [OPTN_DATA_WIDTH-1:0]    o_rat_entry_data,
    output logic [OPTN_ROB_IDX_WIDTH-1:0] o_rat_entry_tag,
    output logic                          o_rat_entry_rdy,
    input  logic                          i_rat_retire_en,
    input  logic [OPTN_DATA_WIDTH-1:0]    i_rat_retire_data,
    input  logic [OPTN_ROB_IDX_WIDTH-1:0] i_rat_retire_tag,
    input  logic                          i_rat_rename_en,
    input  logic [OPTN_ROB_IDX_WIDTH-1:0] i_rat_rename_tag
);
    logic [OPTN_DATA_WIDTH-1:0] rat_entry_data_r;
    logic [OPTN_ROB_IDX_WIDTH-1:0] rat_entry_tag_r;
    logic rat_entry_rdy_r;
    logic rat_entry_rdy_mux;
    always_comb begin
        logic [1:0] rat_rdy_sel;
        rat_rdy_sel = {i_rat_retire_en, i_rat_rename_en};
        unique case (rat_rdy_sel)
            2'b00: rat_entry_rdy_mux = rat_entry_rdy_r;
            2'b01: rat_entry_rdy_mux = 1'b0;
            2'b10: rat_entry_rdy_mux = (i_rat_retire_tag == rat_entry_tag_r);
            2'b11: rat_entry_rdy_mux = 1'b0;
        endcase
        rat_entry_rdy_mux = i_flush | rat_entry_rdy_mux;
    end
    procyon_srff #(1) rat_entry_rdy_srff (.clk(clk), .n_rst(n_rst), .i_en(1'b1), .i_set(rat_entry_rdy_mux), .i_reset(1'b1), .o_q(rat_entry_rdy_r));
    procyon_ff #(OPTN_ROB_IDX_WIDTH) rat_entry_tag_ff (.clk(clk), .i_en(i_rat_rename_en), .i_d(i_rat_rename_tag), .o_q(rat_entry_tag_r));
    procyon_ff #(OPTN_DATA_WIDTH) rat_entry_data_ff (.clk(clk), .i_en(i_rat_retire_en), .i_d(i_rat_retire_data), .o_q(rat_entry_data_r));
    assign o_rat_entry_data = rat_entry_data_r;
    assign o_rat_entry_tag = rat_entry_tag_r;
    assign o_rat_entry_rdy = rat_entry_rdy_r;
endmodule
module procyon_ff #(
    parameter OPTN_DATA_WIDTH = 1
)(
    input  logic                       clk,
    input  logic                       i_en,
    input  logic [OPTN_DATA_WIDTH-1:0] i_d,
    output logic [OPTN_DATA_WIDTH-1:0] o_q
);
    always_ff @(posedge clk) if (i_en) o_q <= i_d;
endmodule
module procyon_srff #(
    parameter OPTN_DATA_WIDTH = 1
)(
    input  logic                       clk,
    input  logic                       n_rst,
    input  logic                       i_en,
    input  logic [OPTN_DATA_WIDTH-1:0] i_set,
    input  logic [OPTN_DATA_WIDTH-1:0] i_reset,
    output logic [OPTN_DATA_WIDTH-1:0] o_q
);
    always_ff @(posedge clk) begin
        if (!n_rst)    o_q <= i_reset;
        else if (i_en) o_q <= i_set;
    end
endmodule
==> impl_metrics.yaml <==
# generated from flow reports
cts:
  cts-resized-gates: 0
  cts_num_sinks: 38
  numCtsBuffers: 5
  cts_setup_buffers: 0
  hold_buffers: 0
  cts_tree: "done"
  clockBufferDepth: 2
  clkTransAtPathRegs_ps: 70
  root_buffer: "clkbuf_8"
  htreeDepth: 2
  clock_latency_ps: 280
route:
  antenna_left: 0
  first_pass_iters: 2
  vias_per_cell: 4.12
  antennaDiodeCount: 0
  routed_wl_um: 2440
  routedWlPerCell_um: 12.5
  vias: 804
  drc_errors: 0
  drt_iter0_drc: 40
setup_path:
  worst-endpoint-required_ps: 2240
  startpoint_type: "flop"
  critPathMaxFanout: 3
  path_buffers: 1
  cpPeakStageDelay_ps: 480
  critPathTopFamily: "buffers and inverters"
  critPathSlowestCell: "clkdlybuf4s50_1"
  cp-end-kind: "output port"
  path_cells: "clkdlybuf4s50_1"
  crit_type: "reg2out"
  cp.arrival_ps: 1160
synthesis:
  yosys-stat-cells: 53
  synth_flops: 38
  synth_area_um2: 1230
  ys_seq_share_pct: 91.8
  ys_area_um2: 1230
  syn_inst: 53
  synth.distinct_cells: 12
  avgSynthCellArea_um2: 23.3
  ys_warn_count: 4
timing:
  timing.final.crit_share_pct: 61.5
  fmax_mhz: 581
  fin_ws_ps: 1080
  clock_skew_ps: 0.379
  fin_setup_tns_ps: 0
  hold_viol_final: 0
  slew_viol_final: 0
  worst_pin_slew_ps: 361
  rsz0062_at_grt: "false"
  period_needed_ps: 1720
  slew_headroom_pct: 75.8
  setup_violations: 0
  holdWs_ps: 500
placed_design:
  dp_slack_ps: 824
  dp_hpwl_um: 1950
  place_inst: 187
  place_congestion: 0.781
  io_buffers: 84
floorplan:
  die_w_um: 66.1
  die_area_um2: 4370
  fp_util_pct: 32.4
  die_h_um: 66.1
  num_io_pins: 85
  num_rows: 22
  core-area_um2: 3800
global_route:
  antenna_found_initial: 0
  grt_pass1_wl_um: 3750
  overflow: 0
  grtUsageTotal_pct: 12.7
  grt_pass1_vias: 794
  grt_max_degree: 16
job:
  warnings: 25
  maxCapViolations: 0
finish:
  drive_above_1_share_pct: 6.12
  n_fill_cell: 278
  finalNonFillerCells: 195
  area.growth.synth_to_final_pct: 81.1
pwr:
  cellLeakagePower_nw: 0.784
  p_per_area_nw_per_um2: 533
  peakVddDrop_mv: 0.326
outcome:
  outcome: "completed"
hold_path:
  min_path_type: "reg2reg"
synth_stat cells:
| master | number | share of area [%] |
|---|---|---|
| nand2b_1 | 3 | 1.5 |
| nor2b_1 | 2 | 1.0 |
| o31ai_2 | 1 | 1.0 |
| xnor2_1 | 2 | 1.4 |
| nor2_1 | 1 | 0.30 |
| nand2_1 | 1 | 0.30 |
| o221ai_1 | 1 | 0.71 |
| inv_1 | 2 | 0.61 |
| a21oi_1 | 1 | 0.41 |
| edfxtp_1 | 37 | 90 |
| a2111o_1 | 1 | 0.91 |
| dfxtp_1 | 1 | 1.6 |
cell usage in the layout (no fill, tap or decap):
cell / synthesis / layout
a2111o_1: 1 / 1
a21oi_1: 1 / 1
buf_4: 0 / 2
clkbuf_1: 0 / 2
clkbuf_8: 0 / 5
clkdlybuf4s50_1: 0 / 84
clkinvlp_4: 0 / 1
dfxtp_1: 1 / 1
edfxtp_1: 37 / 37
inv_1: 2 / 2
nand2_1: 1 / 1
nand2b_1: 3 / 3
nor2_1: 1 / 1
nor2b_1: 2 / 2
o221ai_1: 1 / 1
o31ai_2: 1 / 1
xnor2_1: 2 / 2
registers in the layout, summed over array words and instances (netlist names):
register	cells
rat_entry_tag_ff.o_q	5
rat_entry_data_ff.o_q	32
rat_entry_rdy_srff.o_q	1
final timing paths:
| kind | to | depth (start not counted) | slack, ps | start |
|---|---|---|---|---|
| worst max-delay path | o_rat_entry_tag[1] | 1 | 1080 | rat_entry_tag_ff.o_q[1]$_DFFE_PP_ |
| worst min-delay path | rat_entry_rdy_srff.o_q$_SDFF_PN1_ | 2 | 500 | rat_entry_rdy_srff.o_q$_SDFF_PN1_ |
| worst min register to register | rat_entry_rdy_srff.o_q$_SDFF_PN1_ | 2 | 500 | rat_entry_rdy_srff.o_q$_SDFF_PN1_ |
| worst max register to register | rat_entry_rdy_srff.o_q$_SDFF_PN1_ | 3 | 1700 | rat_entry_tag_ff.o_q[3]$_DFFE_PP_ |
cell type report:
type	count	area, um2	share of cell area [%]
Clock buffer	7	76.3	3.42
Sequential cell	38	1130	50.7
Clock inverter	1	7.51	0.336
Timing Repair Buffer	86	856	38.3
Inverter	2	7.51	0.336
Tap cell	48	60.1	2.69
Multi-Input combinational cell	13	93.8	4.20
power by group:
group          internal, mW  total, mW  switching (mW)
Combinational         0.130      0.160          0.0298
Clock                 0.176      0.343           0.167
Sequential            0.673      0.688          0.0146
Total                 0.979       1.19           0.211
kinds of logic (layout without fill, tap and decap cells):
| kind of cell | after synthesis | after routing | synth area share, % |
|---|---|---|---|
| simple gates | 7 | 7 | 3.15 |
| compound gates | 4 | 4 | 3.05 |
| buf+inv | 2 | 96 | 0.609 |
| flops | 38 | 38 | 91.8 |
| xor+xnor | 2 | 2 | 1.42 |
per-stage QoR:
stage	power [mW]	area [um2]	utilization, %
final	1.19	2230	58.8
after floorplan	0.699	1230	-
after detailed placement	0.861	2150	56.6
after global routing	1.26	2230	58.8
after global placement	0.862	2150	56.6
after CTS	1.21	2230	58.8
metal layers:
| metal | wire length, um | vias to the layer above | global-route usage (%) | share of wire (%) |
|---|---|---|---|---|
| li1 | - | 391 | - | - |
| met1 | 1060 | 352 | 21.4 | 43 |
| met2 | 1010 | 54 | 16.3 | 41 |
| met3 | 324 | 7 | 6.29 | 13 |
| met4 | 46 | 0 | 1.86 | 1.9 |
| met5 | 0 | - | 0 | 0 |
No activity file was given, so power comes from the tool's default toggle rates.
