[/design/flow/run.sh]
#!/bin/bash
# OpenROAD 26Q1-2900-gdf79404cd8, Yosys 0.63+post, stock flow scripts
make -C /OpenROAD-flow-scripts/flow DESIGN_CONFIG=/design/flow/config.mk WORK_HOME=/design/flow/orfs finish
[/design/flow/constraint.sdc]
current_design procyon_rr_picker

set clk_period 2.8
set clk_io_pct 0.2

create_clock -name clk0 -period $clk_period [get_ports {clk}]

set non_clock_inputs [all_inputs -no_clocks]
set_input_delay [expr $clk_period * $clk_io_pct] -clock clk0 $non_clock_inputs
set_output_delay [expr $clk_period * $clk_io_pct] -clock clk0 [all_outputs]
[/design/flow/design.v]
package procyon_lib_pkg;
    localparam PCYN_BIU_FUNC_WIDTH = 2;
    typedef enum logic [PCYN_BIU_FUNC_WIDTH-1:0] {
        PCYN_BIU_FUNC_READ  = PCYN_BIU_FUNC_WIDTH'('b00),
        PCYN_BIU_FUNC_WRITE = PCYN_BIU_FUNC_WIDTH'('b01),
        PCYN_BIU_FUNC_RMW   = PCYN_BIU_FUNC_WIDTH'('b10)
    } pcyn_biu_func_t;
    localparam PCYN_BIU_LEN_WIDTH = 3;
    localparam PCYN_BIU_LEN_MAX_SIZE = 128;
    typedef enum logic [PCYN_BIU_LEN_WIDTH-1:0] {
        PCYN_BIU_LEN_1B   = PCYN_BIU_LEN_WIDTH'('b000),
        PCYN_BIU_LEN_2B   = PCYN_BIU_LEN_WIDTH'('b001),
        PCYN_BIU_LEN_4B   = PCYN_BIU_LEN_WIDTH'('b010),
        PCYN_BIU_LEN_8B   = PCYN_BIU_LEN_WIDTH'('b011),
        PCYN_BIU_LEN_16B  = PCYN_BIU_LEN_WIDTH'('b100),
        PCYN_BIU_LEN_32B  = PCYN_BIU_LEN_WIDTH'('b101),
        PCYN_BIU_LEN_64B  = PCYN_BIU_LEN_WIDTH'('b110),
        PCYN_BIU_LEN_128B = PCYN_BIU_LEN_WIDTH'('b111)
    } pcyn_biu_len_t;
    localparam pcyn_biu_len_t PCYN_BIU_LEN_MAX = PCYN_BIU_LEN_128B;
    localparam WB_CTI_WIDTH = 3;
    typedef enum logic [WB_CTI_WIDTH-1:0] {
        WB_CTI_CLASSIC      = WB_CTI_WIDTH'('b000),
        WB_CTI_CONSTANT     = WB_CTI_WIDTH'('b001),
        WB_CTI_INCREMENTING = WB_CTI_WIDTH'('b010),
        WB_CTI_END_OF_BURST = WB_CTI_WIDTH'('b111)
    } wb_cti_t;
    localparam WB_BTE_WIDTH = 2;
    typedef enum logic [WB_BTE_WIDTH-1:0] {
        WB_BTE_LINEAR = WB_BTE_WIDTH'('b00),
        WB_BTE_4BEAT  = WB_BTE_WIDTH'('b01),
        WB_BTE_8BEAT  = WB_BTE_WIDTH'('b10),
        WB_BTE_16BEAT = WB_BTE_WIDTH'('b11)
    } wb_bte_t;
endpackage: procyon_lib_pkg
module procyon_priority_picker #(
    parameter OPTN_PICKER_DEPTH = 8
)(
    input  logic [OPTN_PICKER_DEPTH-1:0] i_in,
    output logic [OPTN_PICKER_DEPTH-1:0] o_pick
);
    assign o_pick = i_in & ~(i_in - 1'b1);
endmodule
module procyon_rr_picker #(
    parameter OPTN_PICKER_DEPTH = 8
)(
    input  logic                         clk,
    input  logic                         n_rst,
    input  logic                         i_valid,
    input  logic [OPTN_PICKER_DEPTH-1:0] i_requests,
    output logic [OPTN_PICKER_DEPTH-1:0] o_grant
);
    logic [OPTN_PICKER_DEPTH-1:0] grant_mask_r;
    logic [OPTN_PICKER_DEPTH-1:0] selected_unmasked;
    procyon_priority_picker #(OPTN_PICKER_DEPTH) selected_unmasked_priority_picker (.i_in(i_requests), .o_pick(selected_unmasked));
    logic [OPTN_PICKER_DEPTH-1:0] requests_masked;
    assign requests_masked = i_requests & grant_mask_r;
    logic [OPTN_PICKER_DEPTH-1:0] selected_masked;
    procyon_priority_picker #(OPTN_PICKER_DEPTH) selected_masked_priority_picker (.i_in(requests_masked), .o_pick(selected_masked));
    logic [OPTN_PICKER_DEPTH-1:0] grant;
    assign grant = (selected_masked == 0) ? selected_unmasked : selected_masked;
    assign o_grant = grant;
    logic [OPTN_PICKER_DEPTH-1:0] grant_mask;
    assign grant_mask = ~(grant | (grant - 1'b1));
    procyon_srff #(OPTN_PICKER_DEPTH) grant_mask_r_srff (.clk(clk), .n_rst(n_rst), .i_en(i_valid), .i_set(grant_mask), .i_reset('0), .o_q(grant_mask_r));
endmodule
module procyon_srff #(
    parameter OPTN_DATA_WIDTH = 1
)(
    input  logic                       clk,
    input  logic                       n_rst,
    input  logic                       i_en,
    input  logic [OPTN_DATA_WIDTH-1:0] i_set,
    input  logic [OPTN_DATA_WIDTH-1:0] i_reset,
    output logic [OPTN_DATA_WIDTH-1:0] o_q
);
    always_ff @(posedge clk) begin
        if (!n_rst)    o_q <= i_reset;
        else if (i_en) o_q <= i_set;
    end
endmodule
[/design/flow/config.mk]
export PLATFORM = sky130hd
export DESIGN_NAME = procyon_rr_picker
export DESIGN_NICKNAME = procyon_rr_picker
export VERILOG_FILES = /design/flow/design.v
export SDC_FILE = /design/flow/constraint.sdc
export NUM_CORES = 4
export LEC_CHECK = 1
export CORE_AREA = 10 10 70 70
export DIE_AREA = 0 0 80 80
==> datasheet_impl.txt <==
Table: implementation figures

Parameter                              Value

Power and ir drop
  PwrDens .................. between 400 and 500 nW/um^2
  Cell internal pwr .................. around 0.00026 W
  Peak ir drop on the vdd network .................. between 80 and 90 uV
  Flop pwr share .................. around a third
  Switching part of the total .................. 30.3%
  Power dissipated by switching net loads .................. around 0.00011 W
  Leak Pwr .................. between 0.4 and 0.5 nW
  Logic pwr share .................. between 40% and 50%
  Clock power share .................. about a quarter

Detailed routing
  DRC viols .................. 0
  Diodes inserted .................. 0
  Number of iterations in the first detailed-routing pass .................. 4
  Via total after detailed routing .................. ~640
  Total wire length after detailed routing .................. 1.58 mm
  Vias per Instance .................. between 4 and 5
  Number of DRC markers in iteration 0 .................. approximately 74
  Post-route antenna net violation count .................. 0
  Average wire per cell in the routed design .................. ~10 um

Critical path
  Reg2Reg Depth .................. 8
  Nature of the critical path startpoint .................. input pin
  Endpoint of the lowest-slack register-to-register path .................. grant_mask_r_srff.o_q[7]$_SDFFE_PN0P_
  Instance count on the critical path .................. 7
  Arrival time at the worst endpoint .................. 2.19 ns
  Buffers plus inverters on the worst setup path .................. 3
  Cells along the critical path .................. dlygate4sd2_1 -> a222oi_1 -> buf_4 -> nand4b_1 -> o21ai_1 -> and2_1 -> clkdlybuf4s50_1
  Slowest stage cell on the critical path .................. clkdlybuf4s50_1
  Reg-to-reg startpoint .................. grant_mask_r_srff.o_q[5]$_SDFFE_PN0P_
  CP Data Required Time .................. roughly 2.2 ns
  Family of cells with the greatest summed delay on the critical path .................. buffers and inverters
  FF-to-FF setup slack .................. around 1.1 ns
  Critical Path End Type .................. output port
  Worst-path fanout max .................. 4
  Critical path startpoint .................. i_requests[5]
  CP peak stage delay .................. around 0.46 ns
  Classification of the worst setup path .................. input pin to output port
  Capture point of the critical path .................. o_grant[7]

Final layout
  Synthesis-to-layout area growth .................. 81.8%
  Share of cells above drive strength 1 .................. ~30%
  Final instance area .................. about 930 um^2
  Number of flip-flops in the largest register .................. 7
  Post-layout util .................. between 20 and 30%
  Register with the highest flop count .................. grant_mask_r_srff.o_q
  Filler cells .................. around 360
  Largest registers .................. grant_mask_r_srff.o_q x7

Synthesis
  Number of cells in the yosys synthesis report .................. between 60 and 70
  Top cells by count .................. nor2_1, dfxtp_1
  Synth Seq Share .................. 27.3%
  Async set-or-reset flop fraction in the synthesized netlist .................. 0%
  Ys Warns .................. 1
  Instance count of the mapped netlist .................. 65
  Main flop type after synthesis .................. dfxtp_1
  Largest area contributor in the synthesized netlist .................. dfxtp_1
  Portion of synthesized cell area occupied by the leading cell type .................. ~27%
  Cell area after synthesis .................. slightly above 500 um^2
  Mean post-synth cell area .................. 7.91 um^2
  Distinct cells, synth .................. 29
  Count of flip-flops with a built-in enable after synthesis .................. 0
  Leading cell type by number of instances after synthesis .................. nor2_1
  Register bit count reported by yosys .................. 7
  Largest cells by area after synthesis .................. dfxtp_1, nor2_1, mux2i_1
  Area of the synthesized netlist per yosys stat .................. approximately 500 um^2

Clock network
  Maximum level of the CTS H-tree .................. 1
  Clock input transition at the sequential cells of the worst setup and hold paths .................. approximately 0.050 ns
  CTS tree .................. built
  Maximum clock path buffer count .................. 2
  Clock tree root buffer cell .................. clkbuf_4
  # clock sinks .................. 7
  Post-CTS Hold Buffers .................. 0
  Clock network latency to the later pin of the worst-skew pair .................. about 0.25 ns
  TritonCTS Buffers .................. 3

Place
  Port Buffer Count .................. 18
  Cell area reported after detailed placement .................. about 860 um^2
  Gp weighted congestion .................. ~0.74
  DP HPWL .................. around 1.3 mm

Floorplanning
  Std-Cell Core Area .................. around 3400 um^2
  Row count .................. 21
  Die Wd .................. about 80 um
  Vertical die dimension .................. roughly 80 um
  Total die size .................. around 6400 um^2
  # IOs .................. 19
  Initial core utilization .................. about 15%

Run
  Tool warning count .................. 26
  Count of max-cap constraint violations .................. 0

Timing
  Count of pins over their slew limit .................. 0
  Slew at the pin closest to its max-slew limit .................. about 0.41 ns
  Hold violation total from the final report .................. 0
  Final setup violating endpoints .................. 0
  Worst hold-check slack .................. 0.495 ns
  Clock tree skew after final layout .................. between 0.004 and 0.005 ns
  Final critical path time including I/O delays and setup .................. ~2.8 ns
  Slew margin rel. .................. between 70 and 80%
  Setup repair after global routing missed its margin .................. true
  Setup tns final .................. 0 ns
  Period utilisation layout .................. a little over nine tenths
  Maximum frequency from static timing analysis .................. ~360 MHz

Global routing
  Gr usage total .................. 4.60%
  Total global routing overflow .................. 0
  Global-route wire length before repair .................. 2.50 mm
  Antenna violations before repair .................. 0
  Pin count of the biggest net entering global routing .................. 12
  Via count of the first global-routing pass .................. just over 600

Worst hold path
  Class of the worst hold path .................. flip-flop to flip-flop

Status
  Result of the run .................. complete, no violations
kinds of logic (layout without fill, tap and decap cells):
family                 count (synthesis)  after routing  synth area share [%]
AOI/OAI and AO/OA                     21             21                  32.4
buffers and inverters                  3             43                  3.65
DFF                                    7              7                  27.2
muxes                                  3              3                  5.84
and+or+nand+nor                       31             31                  30.9
layout by cell type (no fill, tap or decap), drive strengths merged, types with 2 or more instances in the layout:
cell,synthesis,layout
dlygate4sd2,0,3
nor2b,2,2
nand4,4,4
clkbuf,1,4
nand2,4,4
a21oi,4,4
a21boi,2,2
and2,2,2
o21ai,4,4
dlymetal6s2s,0,4
a31oi,2,2
clkdlybuf4s50,0,11
a22oi,4,4
nand3,4,4
mux2i,3,3
buf,1,20
nor2,9,9
nand2b,2,2
dfxtp,7,7
layer usage:
metal,global-route usage (%),part of all wire [%],vias up
li1,-,-,331
met1,5.16,41,293
met2,8.27,51,15
met3,1.59,7.2,2
met4,0.704,0.57,0
met5,0,0,-
metrics by stage:
step                worst slack (ns)  total power [W]  cells
finish                        0.0452         0.000378    151
global placement              -0.153         0.000281    143
CTS                           0.0131         0.000378    149
detailed placement            -0.163         0.000283    143
global route                 -0.0474         0.000406    151
floorplan                      0.824         0.000201     65
power groups by stage:
stage	logic, W	registers [W]	clock network, W
after CTS	0.000160	0.000124	0.0000930
after global routing	0.000181	0.000126	0.0000991
final	0.000165	0.000125	0.0000884
repair_timing:
action / 4_1_cts / 5_1_grt
gates resized: 5 / 7
buffers inserted: 2 / 2
pin swaps: 3 / 6
setup endpoints to repair: 8 / 7
final cells by class:
cell class	count	area [um^2]	share of cell area [%]
Clock buffer	4	26.3	2.81
Inverter	1	3.75	0.402
Multi-Input combinational cell	55	363	38.8
Sequential cell	7	140	15.0
Tap cell	46	57.6	6.16
Timing Repair Buffer	38	344	36.8
how the worst min path moves through the flow:
| stage | startpoint | to | slack, ns | depth (start not counted) |
|---|---|---|---|---|
| 4_1_cts | grant_mask_r_srff.o_q[7]$_SDFFE_PN0P_ | grant_mask_r_srff.o_q[7]$_SDFFE_PN0P_ | 0.50 | 2 |
| 5_1_grt | grant_mask_r_srff.o_q[7]$_SDFFE_PN0P_ | grant_mask_r_srff.o_q[7]$_SDFFE_PN0P_ | 0.52 | 2 |
| 6_report | grant_mask_r_srff.o_q[7]$_SDFFE_PN0P_ | grant_mask_r_srff.o_q[7]$_SDFFE_PN0P_ | 0.49 | 2 |
worst min-delay path, stage by stage (launching register included):
cell	delay, ns
dfxtp_1	0.32
nand2b_1	0.07
a21oi_1	0.05
No activity file was given, so power comes from the tool's default toggle rates.
